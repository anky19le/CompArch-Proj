File: flow/design.v
`timescale 1ns / 1ps
module programCounter(
    input [7:0] cur_pc,
    output [7:0] next_ins_add
    );
reg [7:0] next_ins_add;
begin
always @(cur_pc) begin
next_ins_add <= cur_pc + 1;
end
end
endmodule
File: flow/run.sh
#!/bin/bash
# OpenROAD 26Q1-2900-gdf79404cd8, Yosys 0.63+post, stock flow scripts
make -C /OpenROAD-flow-scripts/flow DESIGN_CONFIG=/design/flow/config.mk WORK_HOME=/design/flow/orfs finish
File: flow/config.mk
export PLATFORM = sky130hd
export DESIGN_NAME = programCounter
export DESIGN_NICKNAME = programCounter
export VERILOG_FILES = /design/flow/design.v
export SDC_FILE = /design/flow/constraint.sdc
export NUM_CORES = 4
export LEC_CHECK = 1
export CORE_AREA = 10 10 70 70
export DIE_AREA = 0 0 80 80
File: flow/constraint.sdc
current_design programCounter

set clk_period 1.7
set clk_io_pct 0.2

create_clock -name clk0 -period $clk_period

set non_clock_inputs [all_inputs -no_clocks]
set_input_delay [expr $clk_period * $clk_io_pct] -clock clk0 $non_clock_inputs
set_output_delay [expr $clk_period * $clk_io_pct] -clock clk0 [all_outputs]
==> impl_metrics.tcl <==
# place-and-route summary
set metrics [dict create \
    clock.fmax_mhz 635 \
    cp_slowest_cell "sky130_fd_sc_hd__dlygate4sd2_1" \
    worstMarginPinSlew_ns 0.136 \
    sequential_cell_total 0 \
    log.warning_count 32 \
    cp_data_required_time_ns 1.36 \
    dieHeight_um 80 \
    detailroute.via_count 186 \
    post_synth.cell_area_avg_um2 7.27 \
    cell_chain_of_the_critical_path "dlygate4sd2_1 -> nand2_2 -> nor3_4 -> xor2_1 -> dlygate4sd2_1" \
    setup.worst_path.end_class "output port" \
    post_cts_hold_buffer_count 0 \
    p_leak_nw 0.171 \
    floorplan.die_area_um2 6400 \
    synthCells 16 \
    ys_warn_count 1 \
    maximum_cell_stage_delay_along_the_critical_path_ns 0.25 \
    timing.final.setup_violations 0 \
    crit_path_frequent_cell "sky130_fd_sc_hd__dlygate4sd2_1" \
    vias_per_cell 2.21 \
    min_delay_path_depth 4 \
    synthDistinctLibCells 10 \
    drv_slew 0 \
    final_cell_area_um2 384 \
    initial_antenna_violation_count 0 \
    insertedDiodeCount 0 \
    ios 16 \
    routed_wl_um 607 \
    pwr_density_cell_nw_per_um2 181 \
    grt_first_pass_wirelength_um 966 \
    placement_rows 21 \
    area_growth_pct 230 \
    dp_hpwl_um 538 \
    ant_nets 0 \
    synthDominantAreaCellType "sky130_fd_sc_hd__xnor2_1" \
    rsz_0062_raised_after_global_routing "false" \
    final-hold-violation-count 0 \
    grt_start_max_net_pins 4 \
    top_cell_area_share_pct 22.6 \
    dr_wl_cell_um 7.23 \
    fin_total_pwr_uw 69.6 \
    final_period_demand_of_the_worst_path_ns 1.58 \
    irDropWorstVdd_v 0.0000183 \
    drt-initial-drc-count 5 \
    initial_core_util_pct 3.41 \
    drc 0 \
    min_period_over_period_pct 92.7 \
    post_synth_area_hogs "sky130_fd_sc_hd__xnor2_1 (23%), sky130_fd_sc_hd__xor2_1 (23%), sky130_fd_sc_hd__ha_1 (11%)" \
    num-clock-buffers 0 \
    place.gp.congestion 0.722 \
    criticalPathCategory "input pin to output port" \
    fp.coreArea_um2 3420 \
    portBuffers 16 \
    worstSetupStartpointType "input pin" \
    maxCapViolCount 0 \
    run_status "finished clean" \
    via_count_of_the_first_global_routing_pass 200 \
    crit_arrival_ns 1.24 \
    yosys-stat-area_um2 116 \
    filler_cell_count 402 \
    critical_path.max_fanout 3 \
    dieWidth_um 80 \
    worst_hold_path_type "input pin to output port" \
    final_layout_size_suffix_gt1_share_pct 39.5 \
    drtPass1Iterations 2 \
    seq_area_um2 0 \
    yosys_cells 16 \
    yosys.stat.seqShare_pct 0 \
    slew_headroom_pct 90.9 \
    placed_cell_area_um2 364 \
    synth.cell_area_um2 116 \
    overflow 0 \
    gr-usage-all-layers_pct 1.85 \
]
-- per-layer routing --
metal | routed length (um) | global-route usage (%) | vias up
met1 | 249 | 2.25 | 79
met3 | 89 | 0.795 | 0
li1 | - | - | 97
met2 | 268 | 3.13 | 10
met5 | 0 | 0 | -
met4 | 0 | 0 | 0
-- final cells by class --
cell class | count | area (um^2) | share of cell area, %
tap | 46 | 57.6 | 15.0
timing repair buffer | 22 | 179 | 46.6
inverter | 1 | 3.75 | 0.977
multi-input combinational | 15 | 144 | 37.5
-- worst max-delay path: cells and delay by family --
family / cells / cell delay, ns
buffers and inverters: 2 / 0.47
AND/OR/NAND/NOR: 2 / 0.27
XOR/XNOR: 1 / 0.16
-- cells in the mapped netlist --
library cell              number
sky130_fd_sc_hd__nor3_2        1
sky130_fd_sc_hd__nand2_1       2
sky130_fd_sc_hd__xor2_1        3
sky130_fd_sc_hd__nor2_1        1
sky130_fd_sc_hd__xnor2_1       3
sky130_fd_sc_hd__nand3_1       2
sky130_fd_sc_hd__and3_1        1
sky130_fd_sc_hd__ha_1          1
sky130_fd_sc_hd__nand3_2       1
sky130_fd_sc_hd__inv_1         1
-- cells in the final DEF, fill, tap and decap left out --
| cell type | count |
|---|---|
| sky130_fd_sc_hd__nand3_2 | 1 |
| sky130_fd_sc_hd__nor3_4 | 1 |
| sky130_fd_sc_hd__and3_1 | 1 |
| sky130_fd_sc_hd__clkbuf_2 | 1 |
| sky130_fd_sc_hd__nand2_2 | 1 |
| sky130_fd_sc_hd__buf_2 | 2 |
| sky130_fd_sc_hd__xnor2_2 | 1 |
| sky130_fd_sc_hd__xnor2_1 | 2 |
| sky130_fd_sc_hd__nand3_1 | 2 |
| sky130_fd_sc_hd__xor2_1 | 3 |
| sky130_fd_sc_hd__clkdlybuf4s15_1 | 1 |
| sky130_fd_sc_hd__nand2_1 | 1 |
| sky130_fd_sc_hd__ha_4 | 1 |
| sky130_fd_sc_hd__buf_4 | 6 |
| sky130_fd_sc_hd__inv_1 | 1 |
| sky130_fd_sc_hd__clkdlybuf4s50_1 | 3 |
| sky130_fd_sc_hd__dlygate4sd2_1 | 9 |
| sky130_fd_sc_hd__nor2_2 | 1 |
-- final timing paths --
check / slack, ns / end / start
setup / recovery: 0.12 / next_ins_add[7] / cur_pc[3]
hold / removal: 1.18 / next_ins_add[2] / cur_pc[2]
-- timing repair --
action	CTS	global route
setup buffers	2	0
endpoints found under the setup margin	8	2
resized	26	2
pin swaps	6	2
-- report_power, final --
part	internal [mW]	switching (mW)	total (mW)	leakage, nW
logic	0.0456	0.0240	0.0696	0.171
clock network	0	0	0	0
registers	0	0	0	0
total	0.0456	0.0240	0.0696	0.171
-- through the flow --
stage                     utilization [%]  hold WS [ns]  std cells  worst slack (ns)  TNS, ns
after global placement               10.7          1.65         82            -0.543    -2.94
after floorplan                         -         0.689         16             0.627        0
final                                11.2          1.18         84             0.124        0
after global routing                 11.2          1.23         84            0.0208        0
after detailed placement             10.7          1.63         82            -0.543    -2.91
after CTS                            11.2          1.22         84            0.0513        0
-- cells by family (layout without fill, tap and decap cells) --
| logic type | count (synthesis) | in the layout | synth area share (%) |
|---|---|---|---|
| xor+xnor | 6 | 6 | 45.2 |
| buf+inv | 1 | 23 | 3.22 |
| simple gates | 8 | 8 | 40.9 |
| fa+ha+maj | 1 | 1 | 10.8 |
No activity file was given, so power comes from the tool's default toggle rates.
