===== /design/flow/run.sh =====
#!/bin/bash
# OpenROAD 26Q1-2900-gdf79404cd8, Yosys 0.63+post, stock flow scripts
make -C /OpenROAD-flow-scripts/flow DESIGN_CONFIG=/design/flow/config.mk WORK_HOME=/design/flow/orfs finish

===== /design/flow/config.mk =====
export PLATFORM = sky130hd
export DESIGN_NAME = Data_Memory
export DESIGN_NICKNAME = Data_Memory
export VERILOG_FILES = /design/flow/design.v
export SDC_FILE = /design/flow/constraint.sdc
export NUM_CORES = 4
export LEC_CHECK = 1
export CORE_UTILIZATION = 30

===== /design/flow/constraint.sdc =====
current_design Data_Memory

set clk_period 22.1
set clk_io_pct 0.2

create_clock -name clk0 -period $clk_period [get_ports {clk}]

set non_clock_inputs [all_inputs -no_clocks]
set_input_delay [expr $clk_period * $clk_io_pct] -clock clk0 $non_clock_inputs
set_output_delay [expr $clk_period * $clk_io_pct] -clock clk0 [all_outputs]

===== /design/flow/design.v =====
`timescale 1ns / 1ps
module Data_Memory(
    input [7:0] address,  
    input [7:0] write_data,  
    input mem_write,
    input mem_read,  
    input clk,
    output [7:0] data_out  
    );
reg [7:0] data_out;  
reg [7:0] data_memory_array[0:254];
begin
initial begin
        for(integer loc = 0 ; loc < 255 ; loc = loc + 1)
            begin
            data_memory_array[loc] <= 8'b00000001 + loc;
            end 
        end
always@(posedge clk)  
       begin
       if(mem_write == 1'b1 & mem_read == 1'b0)  
          begin
             data_memory_array[address] <= write_data;
          end
        else if(mem_read == 1'b1 & mem_write == 1'b0)  
           begin
                data_out <= data_memory_array[address];
           end 
        end
end
endmodule

==> summary.log <==
[global_routing] antenna violations before repair 5
[power] NetSw 1.66 mW
[sta] Tightest Pin Transition 1.08 ns
[cells_and_area] area added between synthesis and finish 13.9%
[routing] starting DRC count in detailed routing 2622
[global_routing] gr ovfl total 0
[global_routing] global router's overall resource usage 0.157
[routing] first-pass iteration count of the detailed router 5
[routing] DRC violation count after routing 0
[synthesis] Yosys Instances 3582
[synthesis] dominant register cell edfxtp_1
[status] result of the run completed
[synthesis] Cells after Synth 3582
[critical_path] cell type of the slowest stage on the worst timing path buf_4
[synthesis] Area leader share 0.780
[floorplanning] chip area 265000 sq um
[clock_tree] count of clock tree sinks 2048
[critical_path] buffers plus inverters on the worst setup path 5
[floorplanning] number of I/O pins 27
[global_routing] number of global-route vias before repair 40925
[placement] buffers added on ports 26
[sta] final-report hold violation count 0
[synthesis] synth warn 1
[synthesis] register area share after synthesis 0.780
[floorplanning] floorplan core density 0.303
[cells_and_area] final std cell area, no fill 89800 sq um
[critical_path] type of origin of the critical path input pin
[sta] RSZ-0062 raised after global routing no
[sta] final-layout setup total negative slack 0 ns
[floorplanning] Die Wd 515 microns
[routing] antenna violation net count after detailed routing 0
[synthesis] fraction of synthesis flops using an asynchronous set or reset pin 0
[clock_tree] clock tree from TritonCTS done
[clock_tree] CTS root buffer clkbuf_16
[placement] post-detail-place hpwl 114000 microns
[cells_and_area] final core occ 0.345
[sta] smallest hold slack 1.05 ns
[synthesis] count of flip-flops with a built-in enable after synthesis 2048
[critical_path] cell depth of the worst flop-to-flop path 6
[critical_path] worst reg2reg path startpoint data_memory_array[211][0]$_DFFE_PP_
[sta] setup violators final 0
[synthesis] cell area after synthesis 78800 sq um
[placement] Post-DP Area 83500 sq um
[routing] routed wire length 192000 microns
[floorplanning] area of the placeable core 260000 sq um
[critical_path] Reg-to-Reg End data_out[0]$_DFFE_PP_
[synthesis] FF+latch count, synth 2048
[routing] Wirelength per Cell 25.9 microns
[synthesis] area reported by Yosys stat 78800 sq um
[sta] maximum clock rate 108 MHz
[cells_and_area] number of fill cells in the layout 23644
[routing] total number of vias 36918
[clock_tree] post-CTS setup buffer count 0
[clock_tree] hold bufs inserted after CTS 0
[critical_path] type of the setup path with the least slack in -> reg
[floorplanning] die y size 515 microns
[power] Lkg Pwr 26.8 nW
[min_path] Worst Hold Path EP data_out[1]$_DFFE_PP_
[critical_path] arrival time reported for the critical path endpoint 9.79 ns
[placement] placer's final routability congestion estimate 0.855
[min_path] HP Class reg -> reg
[min_path] Hold Crit Depth 5
[power] internal power consumption 6.24 mW
[min_path] beginning of the worst hold path data_memory_array[87][1]$_DFFE_PP_
[run] number of maximum-capacitance constraint violations 0
[clock_tree] CTS H-tree lvls 4
[critical_path] nature of the critical path endpoint register
[power] clock network fraction of design power 0.412
[critical_path] minimum setup slack among reg-to-reg paths 18.96 ns
[sta] Slew Limit Fails 0
[critical_path] crit-path max cell delay 0.66 ns
[clock_tree] cts repair resizes 0
[power] total design power 7.89 mW
[floorplanning] std cell rows 187
[sta] portion of the clock cycle consumed by the worst path in the final layout 0.418
[synthesis] biggest area contributors in the synthesized netlist edfxtp_1 (78%), mux4_2 (14%), a22oi_1 (1.5%), nor2_1 (1.3%), a21oi_1 (0.56%)
[critical_path] maximum net fanout on the critical path 73
[sta] clock skew after layout 0.0404 ns
[critical_path] sequence of cells on the critical path buf_8 -> buf_4 -> buf_12 -> buf_4 -> buf_4 -> mux4_2 -> a22oi_1 -> a21oi_1 -> or4_1 -> a21oi_1 -> nor3_1 -> a221o_1
[routing] number of vias per cell 4.98
[synthesis] mean instance size in the synthesized netlist 22.0 sq um
[clock_tree] worst-skew pair later-pin latency 0.83 ns
[critical_path] required time at the worst-slack endpoint 22.66 ns
[critical_path] CP delay by family, top buffers and inverters
[sta] minimum period implied by the final worst setup slack 9.24 ns
[sta] Slew Limit Headroom 0.275
[cells_and_area] fraction of layout instances using a drive strength above 1 0.250
[power] VDD IR max 0.0825 mV
[clock_tree] clock slew at reported path FFs 0.06 ns
[power] Combinational Power Share 0.045
[global_routing] global-route wire length before repair 281000 microns
[synthesis] top post-synthesis cells by count edfxtp_1 (2048), mux4_2 (507), nor2_1 (281), a22oi_1 (154), clkbuf_1 (110)
[synthesis] post-synthesis cell type with the largest instance count edfxtp_1
[critical_path] most frequent cell on the critical path buf_4
[run] OpenROAD warning count 29
[power] total power density per cell area 87.9 nW/um^2
[clock_tree] clk buf depth 3
[synthesis] area leader, netlist edfxtp_1
[synthesis] count of cell types in the netlist 48
[power] fraction of power spent switching nets 0.210
[clock_tree] number of CTS-inserted buffers 201
[global_routing] largest net degree at the start of global routing 129
[power] Sequential Power Share 0.542
[critical_path] startpoint of the worst setup timing path address[0]
## metrics by stage
stage / setup slack, ns / std cells
2_1_floorplan: 15.19 / 3582
3_3_place_gp: 11.84 / 7037
3_5_place_dp: 11.89 / 7037
4_1_cts: 12.77 / 7402
5_1_grt: 12.46 / 7403
6_report: 12.86 / 7406
## how the worst max path moves through the flow
stage | to | slack (ns) | depth (start not counted)
final | data_out[5]$_DFFE_PP_ | 12.86 | 12
after global routing | data_out[0]$_DFFE_PP_ | 12.46 | 12
after CTS | data_out[5]$_DFFE_PP_ | 12.77 | 12
## cell usage in the layout, fill, tap and decap left out, drive strengths merged, types with 9 or more instances in the layout
master         instances
clkbuf               253
buf                  162
a211oi                13
mux2i                 34
o221ai                 9
nor2                 281
a221oi                14
nand3                 12
o21ai                 13
nand2                 44
nor3                  10
o41ai                 12
nand2b                10
a22o                  16
clkinv                94
a21oi                 88
mux4                 507
clkdlybuf4s50         13
o22ai                 16
edfxtp              2048
nor2b                 22
bufinv                13
a22oi                154
## worst min-delay path: stages, from the launching register on
cell and delay [ns]:
edfxtp_1 0.31, mux4_2 0.23, a22oi_1 0.06, a21oi_1 0.17, o41ai_1 0.08, nand3_1 0.08
## registers in the layout, indices dropped and copies added (netlist names)
| signal | cells |
|---|---|
| data_memory_array | 2040 |
| data_out | 8 |
## power by group through the flow
stage,clock network (mW),registers (mW),logic (mW)
4_1_cts,3.32,4.28,0.366
5_1_grt,3.45,4.28,0.388
6_report,3.25,4.28,0.359
## final cells by class
| class | instances | area [sq um] | area share |
|---|---|---|---|
| multi-input combinational | 1312 | 16100 | 0.180 |
| inverter | 1 | 3.75 | 0.0000418 |
| clock buffer | 248 | 5230 | 0.0582 |
| sequential | 2048 | 61500 | 0.685 |
| clock inverter | 117 | 1040 | 0.0116 |
| timing repair buffer | 180 | 1500 | 0.0167 |
| tap | 3496 | 4370 | 0.0487 |
| antenna | 4 | 10.0 | 0.000111 |
## cell families after synthesis
family	count (synthesis)	share of synthesized area
flip-flops	2048	0.780
multiplexers	548	0.150
AND/OR/NAND/NOR	400	0.0212
AND-OR/OR-AND	364	0.0323
buffers and inverters	222	0.0159
## per-layer routing
metal  up-vias  routed length, microns  share of wire  global-route usage
met1     19055                   65100           0.34               0.183
met2      2074                   90300           0.47               0.234
met3       293                   30700           0.16               0.116
met5         -                     309         0.0016             0.00804
li1      15484                       -              -                   -
met4        12                    5340          0.028              0.0366
Power is estimated from default activity; no workload was simulated.
