[flow/run.sh]
#!/bin/bash
# OpenROAD 26Q1-2900-gdf79404cd8, Yosys 0.63+post, stock flow scripts
make -C /OpenROAD-flow-scripts/flow DESIGN_CONFIG=/design/flow/config.mk WORK_HOME=/design/flow/orfs finish
[flow/config.mk]
export PLATFORM = sky130hd
export DESIGN_NAME = ALU_Unit
export DESIGN_NICKNAME = ALU_Unit
export VERILOG_FILES = /design/flow/design.v
export SDC_FILE = /design/flow/constraint.sdc
export NUM_CORES = 4
export LEC_CHECK = 1
export CORE_AREA = 10 10 70 70
export DIE_AREA = 0 0 80 80
[flow/constraint.sdc]
current_design ALU_Unit

set clk_period 7.7
set clk_io_pct 0.2

create_clock -name clk0 -period $clk_period

set non_clock_inputs [all_inputs -no_clocks]
set_input_delay [expr $clk_period * $clk_io_pct] -clock clk0 $non_clock_inputs
set_output_delay [expr $clk_period * $clk_io_pct] -clock clk0 [all_outputs]
[flow/design.v]
`timescale 1ns / 1ps
module ALU_Unit(
       input [7:0] readData1,
       input [7:0] readData2,       
       output [7:0] aluResult
       );
       reg [7:0] aluResult;
       always@(readData1,readData2)
       begin
       #5 aluResult = readData1 + readData2;  
       end
endmodule
==> flow_summary.ini <==
; physical design summary
[run_status]
run_status = completed

[worst_setup_path]
cp-start-kind = primary input
required_ps = 6160
crit_path_end_kind = primary output
crit_arrival_ps = 3620
cp_max_fo = 3
path_class = primary input to primary output

[logic_synthesis]
topCellsByArea = ha_1 26%, a21oi_1 7.5%, o211ai_1 6.8%, fa_1 6.0%, inv_1 5.7%
synth_area_per_cell_sq_um = 7.89
ys_warn_count = 1
ys_types = 23
ys_cells = 42
top_area_cell = ha_1
synth_seq_share_pct = 0
yosysTopAreaCellShare_pct = 26.4
ys_chip_area_sq_um = 332
synth_area_sq_um = 332
syn_inst = 42

[drt]
insertedDiodeCount = 0
drc = 0
firstDrtPassIters = 4
ant_nets = 0
dr_wl_met3_um = 199
drt_iter0_drc = 11
met2_length_um = 410
vias_per_cell = 3.46
met1_length_um = 491
wl_um = 1100
highest_layer = met3
wire_per_inst_um = 9.83
vias = 387

[floorplan]
chip_area_sq_um = 6400
rows = 21
coreArea_sq_um = 3420
fp_util_pct = 9.71
die.size.y_um = 80
die_x_um = 80
num_io_pins = 24

[global_routing]
grt_max_degree = 7
track_usage_pct = 3.49
gr-total-overflow = 0
antenna_found_initial = 0
grt_pass1_wl_um = 1910
grt_pass1_vias = 414

[power]
ir_drop_uv = 25.0
power_uw = 46.3
p_per_area_nw_per_um2 = 73.6
leakagePower_uw = 0.000242

[finish]
seq_cell_count = 0
syn_to_final_growth_pct = 89.8
lay_top_count = clkdlybuf4s50_1
layout_top_cells = 24 x clkdlybuf4s50_1, 7 x ha_1, 5 x inv_1, 5 x a21oi_1, 3 x o211ai_1
nClkBuffers = 0
flop_area_sq_um = 0
layout-drive-gt1-share_pct = 1.52

[final_timing]
fin_crit_sh_pct = 67.0
drv_slew = 0
period_minus_slack_ps = 5160
tightest_slew_ps = 382
setup_viol = 0
rsz0062_at_grt = false
hold_viol = 0
max_freq_mhz = 194
maxSlewHeadroom_pct = 74.3
final.setup.tns_ps = 0

[place]
port_buffers = 24
hpwl_um = 1030
place.gp.congestion = 0.696

[clocking]
cts.hold.buffers_added = 0
post_cts_resized = 0
postCtsSetupBuffers = 0

[flow_run]
drv_cap = 0
tool_warnings = 32

[worst_hold_path]
hold_path.class = primary input to primary output
power by group:
group	internal [uW]	total [uW]	switching (uW)
combinational	30.2	46.3	16.1
clock	0	0	0
sequential	0	0	0
total	30.2	46.3	16.1
critical path, stage by stage:
cell and delay, ps:
clkdlybuf4s50_1 400, ha_1 230, inv_1 80, fa_1 250, nor2b_4 60, o31a_1 260
o311ai_1 280, clkdlybuf4s50_1 520
cell families (layout without fill, tap and decap cells):
kind of cell	Yosys count	count (layout)	share of synthesized area, %
AOI/OAI and AO/OA	18	18	37.4
adders and majority gates	8	8	32.5
and+or+nand+nor	7	7	14.0
buffers and inverters	5	29	5.66
xor gates and xnor gates	4	4	10.6
cells in the mapped netlist, drive strengths merged:
master and n:
a211oi 1, a21o 1, a21oi 5, a221oi 1, fa 1, ha 7, inv 5, nand2 1
nand2b 1, nor2 1, nor2b 2, nor3 1, nor3b 1, o211ai 3, o21a 1, o21ai 2
o2bb2ai 1, o311ai 2, o31a 1, xnor2 2, xor2 2
final cells by class:
type | instances | area [sq um]
inverters | 5 | 18.8
well taps | 46 | 57.6
repair buffers | 24 | 240
fillers | 400 | 2790
multi-input cells | 37 | 313
through the flow:
step	cells	utilization, %	worst slack, ps	area (sq um)	hold slack (ps)
final	112	18.4	2540	629	4110
after global routing	112	18.4	2370	629	4160
after CTS	112	18.4	2510	629	4120
after detailed placement	112	18.4	2500	629	4110
after global placement	112	18.4	2570	629	4110
after floorplan	42	-	3640	332	3150
worst paths after layout:
check                       to  cells past startpoint  slack, ps          from
setup / recovery  aluResult[6]                      8       2540  readData1[0]
hold / removal    aluResult[0]                      3       4110  readData2[0]
metal layers:
metal / up-vias / global-route usage (%)
li1: 210 / -
met1: 161 / 4.56
met2: 16 / 5.14
met3: 0 / 2.05
met4: 0 / 0
met5: - / 0
Power is estimated from default activity; no workload was simulated.
